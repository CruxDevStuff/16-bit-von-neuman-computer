==> /design/flow/design.v <==
module mux16_2to1(
    input sel, 
    input[15:0] a, b,
    output reg [15:0] mux_out
); 
    always @(a or b or sel) begin
        case(sel)
            1'b0 : mux_out <= a; 
            1'b1 : mux_out <= b; 
        endcase
    end
endmodule
module mux16_8to1(
    input [2:0] sel, 
    input[15:0] a, b, c, d, e, f, g, h,
    output reg [15:0] mux_out
); 
    always @(a or b or c or d or e or f or g or h or sel) begin
        case(sel)
            3'b000 : mux_out <= a; 
            3'b001 : mux_out <= b; 
            3'b010 : mux_out <= c; 
            3'b011 : mux_out <= d; 
            3'b100 : mux_out <= e; 
            3'b101 : mux_out <= f; 
            3'b110 : mux_out <= g; 
            3'b111 : mux_out <= h; 
        endcase
    end
endmodule
module mux1_8to1(
    input [2:0] sel, 
    input a, b, c, d, e, f, g, h,
    output reg mux_out
); 
    always @(a or b or c or d or e or f or g or h or sel) begin
        case(sel)
            3'b000 : mux_out <= a; 
            3'b001 : mux_out <= b; 
            3'b010 : mux_out <= c; 
            3'b011 : mux_out <= d; 
            3'b100 : mux_out <= e; 
            3'b101 : mux_out <= f; 
            3'b110 : mux_out <= g; 
            3'b111 : mux_out <= h; 
        endcase
    end
endmodule
module demux_1to8 (
    input load, 
    input [2:0] sel, 
    output reg a, b, c, d, e, f, g, h
);
    always @(sel or load) begin
        if (load) begin
            case(sel)
                3'b000 : {a, b, c, d, e, f, g, h} <= {1'b1, 1'b0, 1'b0, 1'b0, 1'b0, 1'b0, 1'b0, 1'b0}; 
                3'b001 : {a, b, c, d, e, f, g, h} <= {1'b0, 1'b1, 1'b0, 1'b0, 1'b0, 1'b0, 1'b0, 1'b0};
                3'b010 : {a, b, c, d, e, f, g, h} <= {1'b0, 1'b0, 1'b1, 1'b0, 1'b0, 1'b0, 1'b0, 1'b0};
                3'b011 : {a, b, c, d, e, f, g, h} <= {1'b0, 1'b0, 1'b0, 1'b1, 1'b0, 1'b0, 1'b0, 1'b0};
                3'b100 : {a, b, c, d, e, f, g, h} <= {1'b0, 1'b0, 1'b0, 1'b0, 1'b1, 1'b0, 1'b0, 1'b0};
                3'b101 : {a, b, c, d, e, f, g, h} <= {1'b0, 1'b0, 1'b0, 1'b0, 1'b0, 1'b1, 1'b0, 1'b0};
                3'b110 : {a, b, c, d, e, f, g, h} <= {1'b0, 1'b0, 1'b0, 1'b0, 1'b0, 1'b0, 1'b1, 1'b0};
                3'b111 : {a, b, c, d, e, f, g, h} <= {1'b0, 1'b0, 1'b0, 1'b0, 1'b0, 1'b0, 1'b0, 1'b1};
            endcase
        end
    end
endmodule
==> /design/flow/run.sh <==
#!/bin/bash
# OpenROAD 26Q1-2900-gdf79404cd8, Yosys 0.63+post, stock flow scripts
make -C /OpenROAD-flow-scripts/flow DESIGN_CONFIG=/design/flow/config.mk WORK_HOME=/design/flow/orfs finish
==> /design/flow/config.mk <==
export PLATFORM = sky130hd
export DESIGN_NAME = mux16_8to1
export DESIGN_NICKNAME = mux16_8to1
export VERILOG_FILES = /design/flow/design.v
export SDC_FILE = /design/flow/constraint.sdc
export NUM_CORES = 4
export LEC_CHECK = 1
export CORE_AREA = 10 10 90 90
export DIE_AREA = 0 0 100 100
export SYNTH_HDL_FRONTEND = slang
==> /design/flow/constraint.sdc <==
current_design mux16_8to1

set clk_period 4.5
set clk_io_pct 0.2

create_clock -name clk0 -period $clk_period

set non_clock_inputs [all_inputs -no_clocks]
set_input_delay [expr $clk_period * $clk_io_pct] -clock clk0 $non_clock_inputs
set_output_delay [expr $clk_period * $clk_io_pct] -clock clk0 [all_outputs]
==> writeup.txt <==
The flow ran to the end, and the final reports show no timing, DRC or antenna violations. Count of buffers inserted at the top-level ports: 147. For the worst min-delay path, the startpoint reported by OpenROAD is sel[1]. Of the total power, combinational logic draws 100.0%.

The sequential standard cell area came out at 0 um2. The type of the tightest min-delay check is in -> out. The nature of the critical path startpoint is an input port. The final number of max-transition violations is 0. In the post-route report, total wirelength is listed as 7.06 mm. For this run, the top clock speed supported by timing is 254 MHz. The placement summary gives the final routability congestion estimate as 0.823.

Yosys stat counts 177 cells in the synthesized netlist. Post-CTS repair ended up resizing 0 cells. The power report lists cell-internal power as 0.168 mW. The switching part of the total power was 30.2%; the post-layout minimum cycle time was 3930 ps. The post-synthesis share of cell area spent on and, or, nand and nor gates was 32.9%. Total global-route track usage over all layers is 13.1%.

The run gives 0 as the number of endpoints with negative hold slack in the final report. STA shows the worst min-delay path finishing at mux_out[11]. The run gives 0.0100 mm2 as the floorplan die area. Once layout is done, the placed cells without fillers occupy 0.00261 mm2. The ratio of routed vias to standard cells is 4.63.

The floorplan has 29 rows. The share of total power dissipated in the clock network is 0%. The run gives 392 as the number of placed cells counting well taps. The run gives 0 as the number of maximum-capacitance constraint violations. For this sky-water flow run, the detailed-routed wirelength per cell is reported as 18.0 um. The final report lists a non-filler cell total of 393.

The synthesized design spends more area on one cell type than any other, namely a22oi_1. Post-route period utilization is reported as 87.4%. The slew at the pin closest to its max-slew limit came out at 718 ps.

With the number of DRC violations after detailed-routing iteration 0 at 45, the number of clock buffers in the layout is 0. Of the post-synthesis cell area, the part taken by muxes is 14.5%. STA classifies the critical path endpoint as an output pin.

After floorplanning, the core was sized to cover 0.00628 mm2. The xor-xnor portion of the synthesized cell area is 0%. The number of warning messages in the yosys log was 0. The type of the worst setup path was in -> out. The cell area that synthesis handed to floorplanning was 0.00111 mm2.

Per the detail_route report, the via count comes to 1,821. From synthesis to final layout, the design area changed by 134%. The run gives 0 as the number of buffers added for setup after CTS. The AND-OR/OR-AND share of the synthesized area is 39.5%, and the setup slack after placement is 553 ps.

With the fraction of layout cells with a size suffix above 1 at 4.76%, the adder and majority gate portion of the synthesized area is 0%. The share of Yosys cell area claimed by the top area cell type is 15.5%, and the fill cell instance count of the final layout is 627. Setup repair after global routing left no endpoint under its margin. The leakage power is 0.985 nW, and the part of the total power dissipated in sequential elements is 0%. The tools report the number of antenna violations at the first check in global routing as 1. STA puts the critical path data required time at 3600 ps. With the highest ir drop seen on vdd at 0.0345 mV, the combinational cell area excluding buffers and inverters is 968 um2.

At the floorplan stage, the core utilization is reported as 17.8%. The height of the chip works out to 100 um. Entering global routing, the biggest net connects 19 pins.

Setup slack on the critical path of the routed design comes to 566 ps. Layout sequential cell count: 0. Once placement finished, the instance area stood at 0.00261 mm2.

The tool warning count for the run is 32. Of the combinational cells, the family taking the most area is AND-OR/OR-AND gates. The power density over the cells was 92.0 mW/mm2.

The tools report the total net switching power as 0.0725 mW. The first global-routing pass estimated 10.7 mm of wire. Per the GRT congestion report, total overflow comes to 0.

Counting every instance in the synthesized netlist gives 177. Hold analysis shows the worst path with a depth of 4. The logs give 52.1% for the headroom to the max-slew limit and 6.08 mm for the HPWL after detailed placement. The count of nets left with antenna violations once routing finished came out at 0.

For this design the top-level I/O count stands at 147. The stat command in Yosys gives a chip area of 0.00111 mm2. For this run, design rule violations remaining after detail routing come to 0. Sequential cells were found to cover 0% of the synthesized design area. By area the synthesized netlist is led by a22oi_1 15%, mux2i_1 13%, nand2b_1 8.4%. Buffers inserted to repair hold after CTS numbered 0. Summed over all failing endpoints, the final setup total negative slack is 0 ps. The netlist uses 27 different library cells. Number of global-route vias before repair: 2,003.

The run gives 4 as the detailed-routing iteration count for the pre-antenna-repair pass. The biggest fanout along the worst timing path was 16; the synthesized area divided by synthesized cell count was 6.30 um2. The arrival time at the worst endpoint came out at 3030 ps. On the final layout, the worst hold slack is 2630 ps. The final timing report counts setup violations totalling 0. The die width is 100 um.
layout make-up:
class / instances / share of cell area, %
repair buffers: 156 / 58.7
multi-input cells: 156 / 37.1
well taps: 77 / 3.69
inverters: 3 / 0.431
diodes: 1 / 0.0958
power by group through the flow:
stage     Sequential [mW]  Combinational (mW)    Clock [mW]
6_report                0               0.240  0.0000000298
5_1_grt                 0               0.262  0.0000000298
4_1_cts                 0               0.244             0
kinds of logic (layout without fill, tap and decap cells):
logic type | Yosys count | after routing
AOI/OAI and AO/OA | 68 | 68
buffers and inverters | 21 | 159
muxes | 16 | 16
other | 0 | 1
and+or+nand+nor | 72 | 72
layer usage:
layer	wire length (um)	up-vias	GRT usage (%)	share of wire, %
met5	0	-	0	0
met4	0	0	0.870	0
met3	764	0	5.34	11
met2	3400	82	23.1	48
met1	2890	799	15.2	41
li1	-	940	-	-
cell usage in the layout (no fill, tap or decap):
cell,n
a21oi_1,12
a221oi_1,3
a22o_1,4
a22oi_1,23
a31oi_1,12
and2_1,1
and2_2,1
buf_2,1
buf_4,9
clkdlybuf4s50_1,146
diode_2,1
inv_1,3
mux2_2,1
mux2i_1,15
nand2_1,15
nand2b_1,15
nand3_1,11
nand3b_1,1
nor2_1,20
nor2_2,1
nor2b_1,2
nor2b_4,2
nor3_1,1
nor3b_1,1
o21ai_0,13
o22ai_1,1
or3_1,1
through the flow:
step                util [%]  power, mW
floorplan                  -     0.0777
global placement        41.6      0.241
detailed placement      41.6      0.242
CTS                     41.6      0.244
global route            41.6      0.262
finish                  41.6      0.240
cell usage after synthesis:
master,count
nor2b_1,2
and2_2,1
a22oi_1,23
a21oi_1,12
a221oi_1,3
buf_4,4
nor2_1,20
a31oi_1,12
nand2b_1,15
nand3b_1,1
o21ai_0,13
nor2b_4,2
or3_1,1
a22o_1,4
nor3b_1,1
nand3_1,11
and2_1,1
o22ai_1,1
nor3_1,1
mux2_2,1
nor2_2,1
nand2_1,15
clkbuf_1,2
inv_1,3
buf_6,6
buf_2,6
mux2i_1,15
worst max-delay path, stage by stage:
cell,delay [ps]
clkdlybuf4s50_1,720
or3_1,660
nor2_1,90
a31oi_1,160
clkdlybuf4s50_1,500
worst max path at each step:
| stage | from | slack (ps) | to |
|---|---|---|---|
| 6_report | sel[2] | 570 | mux_out[1] |
| 5_1_grt | sel[2] | 410 | mux_out[5] |
| 4_1_cts | sel[2] | 550 | mux_out[1] |
Power is estimated from default activity; no workload was simulated.
